===== flow/run.sh =====
#!/bin/bash
# OpenROAD 26Q1-2900-gdf79404cd8, Yosys 0.63+post, stock flow scripts
make -C /OpenROAD-flow-scripts/flow DESIGN_CONFIG=/design/flow/config.mk WORK_HOME=/design/flow/orfs finish

===== flow/config.mk =====
export PLATFORM = sky130hd
export DESIGN_NAME = ALU
export DESIGN_NICKNAME = ALU
export VERILOG_FILES = /design/flow/design.v
export SDC_FILE = /design/flow/constraint.sdc
export NUM_CORES = 4
export LEC_CHECK = 1
export CORE_UTILIZATION = 40

===== flow/constraint.sdc =====
current_design ALU

set clk_period 25.3
set clk_io_pct 0.2

create_clock -name clk0 -period $clk_period

set non_clock_inputs [all_inputs -no_clocks]
set_input_delay [expr $clk_period * $clk_io_pct] -clock clk0 $non_clock_inputs
set_output_delay [expr $clk_period * $clk_io_pct] -clock clk0 [all_outputs]

===== flow/design.v =====
module ALU #(parameter W=32) (input [W-1:0] a,b,
input[1:0]op,   
output reg [W-1:0]out,
output reg CO,N,V,Z);  
always @(*)
begin
CO=0;V=0;    
	case(op)      
	0: begin {CO,out}=a+b; V=(a[W-1]~^b[W-1])&(a[W-1]^out[W-1]);end   
	1: begin {CO,out}=a+~b+1;  V=(a[W-1]^b[W-1])&(a[W-1]^out[W-1]);  end
	2: out=a&b;
	3: out=a|b;
	endcase
Z=out==0;   
N=out[W-1];
end
endmodule

==> Slide: Implementation Results <==
Key Metrics from the Run

Outcome
  • Status: complete, no violations

Worst setup path
  • Kind of end point of the critical path: output port
  • Required time at the endpoint of the critical path: approximately 20 ns
  • List of cells traversed by the critical path: clkdlybuf4s50_1 -> inv_1 -> ha_1 -> nand2b_1 -> a221oi_1 -> nor4b_1 -> o21ai_1 -> nand2_1 -> o21ai_1 -> o21ai_0 -> xnor2_1 -> o21ai_0 -> or4_1 -> nor4_2 -> clkdlybuf4s50_1
  • WS Path Type: input port to output port
  • Slowest-stage cell, CP: sky130_fd_sc_hd__or4_1
  • Delay of the slowest cell on the worst path: 0.63 ns
  • WP data arrival: about 10 ns
  • Largest fanout on the critical path: 12
  • Startpoint Class: input port

Place
  • Placed cell area: 6266 sq um
  • Final HPWL DP: around 15 mm
  • Gp weighted congestion: between 0.9 and 1
  • Count of placed standard cells including taps: ~1,000
  • Total of buffers placed on input and output ports: approximately 100

Synthesis
  • Summed standard-cell area reported by yosys: 5192 sq um
  • Number of warnings printed during yosys synthesis: 1
  • Number of different library cells in the post-synthesis netlist: around 73
  • Cell area after synthesis: between 5000 and 6000 sq um
  • Sequential share of the synthesized area: 0
  • Post-synthesis instance total: between 700 and 800
  • Library cell occupying the most area in the post-synthesis netlist: sky130_fd_sc_hd__ha_1
  • Average cell area after synthesis: between 6 and 7 sq um
  • Share of Yosys cell area claimed by the top area cell type: 0.2337
  • Top cells, area: sky130_fd_sc_hd__ha_1, sky130_fd_sc_hd__a21oi_1, sky130_fd_sc_hd__inv_1
  • Number of cell instances after yosys synthesis: between 700 and 800

Die
  • Number of I/O pins: ~100
  • Die height: roughly 120 um
  • Fp_density: 0.4115
  • Site Rows: about 41
  • Floorplan Core Area: 12,620 sq um
  • Die width: 115.9 um
  • Total die area: approximately 13,000 sq um

Flow run
  • Total of max-cap violations: 0
  • Tool warning count: just under 100

STA
  • Headroom to the max-slew limit: 0.4635
  • RSZ-0062 raised after global routing: false
  • Maximum clock frequency: roughly 0.066 GHz
  • Total count of hold-check failures in the final report: 0
  • Count of final setup violators: 0
  • Slew at the pin closest to its max-slew limit: about 0.80 ns
  • TNS Setup: 0 ns
  • Count of pins over their slew limit: 0
  • Post-layout period usage of the worst path: 0.5957
  • Final worst hold slack: 11.16 ns
  • Post-layout min period: 15.07 ns

Pwr
  • Largest vdd supply drop: 10.20 uV
  • Power per unit of standard cell area: between 20 and 25 nW/um^2
  • Leakage power total: 2.822 nW
  • Total power draw: around 0.15 mW

Final layout
  • Fraction of layout cells with a size suffix above 1: 0.02719
  • Most common library cell in the layout ignoring fill and taps: sky130_fd_sc_hd__clkdlybuf4s50_1
  • Register cell area after layout: 0 sq um
  • Area of combinational cells with multiple inputs: between 4000 and 5000 sq um
  • Clock tree buffer count of the final layout: 0
  • Cell area after layout: between 6000 and 7000 sq um
  • Fill cells: 1,284
  • Growth of design area from synthesis to finish: 20.67%
  • Sequential cell count: 0
  • Highest-count cells in the layout ignoring fill and taps: sky130_fd_sc_hd__clkdlybuf4s50_1, sky130_fd_sc_hd__ha_1, sky130_fd_sc_hd__inv_1
  • Number of cells in the finished layout apart from fillers: 1,018

GRT
  • Antenna violations before repair: 0
  • Total congestion overflow after global routing: 0
  • Total global-route track usage: 0.2847
  • Number of global-route vias before repair: 5,489
  • Global-route wire length before repair: between 20 and 30 mm
  • Pin count of the biggest net entering global routing: about 50

Drt
  • Drc violations: 0
  • Drt via density: a little under 6
  • Detailed Route Iter0 Violations: approximately 460
  • Total wire length after detailed routing: 18.99 mm
  • Post-route ant nets: 0
  • Number of diodes: 0
  • Number of iterations in the first detailed-routing pass: 5
  • Total via count in the routed design: about 6,000
  • Routed len/inst: 18.66 um

Worst hold path
  • Hold crit path type: input port to output port
  • Hold Path Depth: 4

CTS
  • Quantity of hold-fixing buffers added after cts: 0
  • Number of instances resized during post-cts repair: 0
  • Post-CTS setup buffers: 0
==> kinds of logic after synthesis <==
family	count (synthesis)	synth area share
buffers and inverters	142	0.1077
multiplexers	12	0.02602
AND/OR/NAND/NOR	215	0.2039
AND-OR/OR-AND	287	0.3704
adder cells (fa/ha/maj)	99	0.2414
XOR/XNOR	30	0.05060
==> per-layer routing <==
layer / routed length (um) / track usage / up-vias
li1: - / - / 2968
met1: 8740 / 0.3991 / 2793
met2: 8566 / 0.4615 / 240
met3: 1424 / 0.05754 / 22
met4: 262 / 0.03846 / 0
met5: 0 / 0 / -
==> worst max-delay path: cells and delay by family <==
kind | cells | cell delay [ns]
simple gates | 5 | 1.55
xor+xnor | 1 | 0.15
buf+inv | 3 | 1.07
compound gates | 5 | 1.73
fa+ha+maj | 1 | 0.43
==> cell type report <==
| type | count | share of cell area |
|---|---|---|
| multi-input cells | 643 | 0.7394 |
| well taps | 172 | 0.03434 |
| repair buffers | 108 | 0.1693 |
| inverters | 95 | 0.05691 |
==> power by group <==
| part | switching, mW | internal, mW | total [mW] |
|---|---|---|---|
| logic | 0.0829 | 0.0676 | 0.150 |
| registers | 0 | 0 | 0 |
| clock network | 0 | 0 | 0 |
==> stage by stage <==
step                utilization  worst slack [ns]
floorplan                     -             11.79
global placement         0.4965             10.32
detailed placement       0.4965             10.28
CTS                      0.4965             10.25
global route             0.4965             10.07
finish                   0.4965             10.23
==> cells in the mapped netlist (all sizes together), types with 10 or more instances <==
| master | count |
|---|---|
| o21bai | 10 |
| clkbuf | 31 |
| ha | 97 |
| nand3 | 18 |
| inv | 95 |
| a211oi | 15 |
| buf | 16 |
| a21o | 21 |
| a21oi | 73 |
| or4 | 10 |
| nor2b | 11 |
| nand2 | 51 |
| nor3 | 16 |
| xnor2 | 23 |
| nor4 | 10 |
| o211ai | 20 |
| o21ai | 54 |
| nor2 | 61 |
==> worst paths after layout <==
| path | end | startpoint | slack (ns) |
|---|---|---|---|
| hold / removal | out[12] | op[0] | 11.16 |
| setup / recovery | Z | a[7] | 10.23 |
Power and IR drop assume default switching activity.
