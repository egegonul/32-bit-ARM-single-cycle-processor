<file path="/design/flow/config.mk">
export PLATFORM = sky130hd
export DESIGN_NAME = instruction_memory
export DESIGN_NICKNAME = instruction_memory
export VERILOG_FILES = /design/flow/design.v
export SDC_FILE = /design/flow/constraint.sdc
export NUM_CORES = 4
export LEC_CHECK = 1
export CORE_AREA = 10 10 70 70
export DIE_AREA = 0 0 80 80
</file>
<file path="/design/flow/constraint.sdc">
current_design instruction_memory

set clk_period 1.7
set clk_io_pct 0.2

create_clock -name clk0 -period $clk_period

set non_clock_inputs [all_inputs -no_clocks]
set_input_delay [expr $clk_period * $clk_io_pct] -clock clk0 $non_clock_inputs
set_output_delay [expr $clk_period * $clk_io_pct] -clock clk0 [all_outputs]
</file>
<file path="/design/flow/design.v">
module instruction_memory(input [31:0] ad,output reg [31:0] RD);
reg [31:0] mem [64:0];
initial begin
mem[0]=32'h00865007;   
mem[1]=32'h01859123;  
mem[2]=32'h01A018A2;  
mem[3]=32'h07871001;  
mem[4]=32'h32494832;
mem[5]=32'h32340943;
mem[6]=32'h34342567;
mem[7]=32'hA2456E2A;
mem[8]=32'h337BC231;
mem[9]=32'h32494832;
mem[10]=32'h3E23F839;
end
always @(*)
	RD=mem[ad];
endmodule
</file>
<file path="/design/flow/run.sh">
#!/bin/bash
# OpenROAD 26Q1-2900-gdf79404cd8, Yosys 0.63+post, stock flow scripts
make -C /OpenROAD-flow-scripts/flow DESIGN_CONFIG=/design/flow/config.mk WORK_HOME=/design/flow/orfs finish
</file>
==> reports/writeup.txt <==
The total power is 293.1 µW, and the number of top-level pins is 64. After detailed routing, the number of remaining DRC violations is 0. The minimum period implied by the final worst setup slack came out at 1663 ps. The tools report the hold path endpoint as RD[13]. For the core area, the log shows 0.003416 mm².

The share of power burned in combinational logic came out at 1.000. For reference, the most critical setup path is categorized as in -> out. For the post-route cell area, the log shows 0.001251 mm².

Per the STA report, the cell with the highest stage delay on the worst path is sky130_fd_sc_hd__ha_4. The final max-slew violation count recorded for this run is 0. In this run the VDD rail shows a maximum IR drop of 133.4 µV. According to the hold report, the worst path is of the in -> out type. For the detailed-route wire length, the log shows 2.445 mm. Entering global routing, the biggest net connects 11 pins. Per the detail_route log, met3 wirelength is 112 µm.

The number of library cell types mapped by synthesis is 24, and the remaining number of nets flagged by the antenna check after routing is 0. The clock network power share is 0. The run finished with clean final reports. The run gives 0 for the initial antenna violation count. Looking at area per cell type in the netlist, the leader is sky130_fd_sc_hd__ha_1.

The number of standard cells after synthesis is 68, and the post-synthesis area per instance is 6.698 µm². The switching power share of the total works out to 0.3997. Summed over all failing endpoints, the final setup total negative slack is 0 ps. The run gives 0 for the final sequential cell count. With the overall track demand over capacity in global routing at 0.06996, the number of placement rows is 21. In the per-layer summary, the met1 wirelength comes to 1.226 mm.

Hold timing on the final database bottoms out at a slack of 1120 ps. The tools report the cell total in the yosys stat output as 68. The largest fanout of any net on the critical path works out to 5. The hold path startpoint is ad[2]. Walking the worst path, the cells encountered are buf_6 > inv_4 > ha_4 > nor2b_4 > a211o_1 > dlygate4sd2_1. Derived from the worst setup path, the maximum achievable clock frequency is 0.6014 GHz.

The floorplan-stage core utilization was 0.1333. The tools report the post-synthesis sequential area ratio as 0. Along the worst hold path, the cell count comes to 5. The relative area change from synthesis to final layout was 174.7%. Hold-check failures listed in the final report amount to 0.

The routed design uses 1.069 mm of met2 wire. The data required time of the critical path is 1360 ps. With the via count normalized by instance count at 4.006, the total via count after detailed routing is 717.

The area recorded from the Yosys report for this design is 455.4 µm². The fraction of final layout cells with drive strength greater than 1 is 0.5338. Count of clock-net buffers in the final layout: 0.

The tools report the share of power burned in registers as 0. In this run the power density over the cells is 234.3 mW/mm². The synthesized netlist occupies a cell area of 455.4 µm².

With the max capacitance violation total at 0, the initial detailed-routing violation count is 20. The OpenROAD warning count is 68, and the share of the clock period used by the worst path after layout is 0.9781. The analysis attributes to net switching a power of 117.2 µW.

The top-area cell type share of the netlist area came out at 0.2198. The tools report the post-detailed-placement cell area as 934.6 µm². The number of global-route vias before repair was 739; the area of all sequential standard cells was 0 µm². The number of inserted filler cells in the final layout was 342. The startpoint class of the critical path was an input port. The first global-routing pass estimated 3.663 mm of wire. The first detailed-routing pass ran for 4 iterations.

The floorplan step defined a die boundary enclosing 0.006400 mm². The wire length per cell after detailed routing was 13.66 µm; the final RePlAce weighted congestion was 0.8615. Highest layer used for signal routing: met4. From bottom edge to top edge, the die measures 80 µm.

The run gives 1 as the number of warnings printed during yosys synthesis. The data arrival time of the worst path was 1320 ps. Detailed placement ended at an HPWL of 1.622 mm.

0 antenna diodes ended up in the layout. Cell internal power was estimated by the tool at 175.9 µW. The run gives 0 for the setup violation total in the final timing report. The maximum cell stage delay along the critical path was 300 ps. The kind of end point of the critical path is an output pin. By area the synthesized netlist is led by sky130_fd_sc_hd__ha_1, sky130_fd_sc_hd__o21ai_0, sky130_fd_sc_hd__nand2b_1. Measured along the x axis, the die boundary spans 80 µm. The remaining global-route overflow is 0, and the tally of buffers added on design ports is 35. Leakage power summed over all cells: 0.0006690 µW.
## final cells by class
type               instances  area (µm²)  area share
inverters                  7       42.54     0.03400
multi-input cells         56       535.5      0.4280
well taps                 46       57.56     0.04600
repair buffers            70       615.6      0.4920
## metal layers
layer,global-route usage,vias up
met2,0.1124,25
met5,0,-
li1,-,360
met1,0.09690,328
met3,0.01364,4
met4,0.007042,0
## synthesized netlist by cell type
master / number
sky130_fd_sc_hd__ha_1: 8
sky130_fd_sc_hd__o21ai_0: 7
sky130_fd_sc_hd__inv_1: 6
sky130_fd_sc_hd__nor2_1: 6
sky130_fd_sc_hd__nand2_1: 5
sky130_fd_sc_hd__nand2b_1: 5
sky130_fd_sc_hd__buf_4: 4
sky130_fd_sc_hd__mux2i_1: 3
sky130_fd_sc_hd__nor2b_1: 3
sky130_fd_sc_hd__o31ai_1: 3
sky130_fd_sc_hd__a211o_1: 2
sky130_fd_sc_hd__a21oi_1: 2
sky130_fd_sc_hd__and2_1: 2
sky130_fd_sc_hd__o211ai_1: 2
sky130_fd_sc_hd__a21boi_1: 1
sky130_fd_sc_hd__a21o_1: 1
sky130_fd_sc_hd__a2bb2oi_1: 1
sky130_fd_sc_hd__buf_6: 1
sky130_fd_sc_hd__conb_1: 1
sky130_fd_sc_hd__inv_4: 1
sky130_fd_sc_hd__nand3b_1: 1
sky130_fd_sc_hd__nor3_1: 1
sky130_fd_sc_hd__o21ai_1: 1
sky130_fd_sc_hd__or2_0: 1
## how the worst max path moves through the flow
stage        end  slack, ps  start  cells after the start
5_1_grt   RD[17]        -20  ad[0]                      7
6_report  RD[16]         40  ad[1]                      6
4_1_cts    RD[9]        -30  ad[0]                      7
## layout by cell type (no fill, tap or decap), types with 2 or more instances in the layout
cell type                         Yosys  layout
sky130_fd_sc_hd__a211o_1              2       2
sky130_fd_sc_hd__and2_1               2       2
sky130_fd_sc_hd__buf_2                0       6
sky130_fd_sc_hd__buf_4                4      27
sky130_fd_sc_hd__buf_6                1       8
sky130_fd_sc_hd__clkdlybuf4s15_1      0       4
sky130_fd_sc_hd__dlygate4sd2_1        0      16
sky130_fd_sc_hd__dlymetal6s2s_1       0       5
sky130_fd_sc_hd__ha_4                 0       6
sky130_fd_sc_hd__inv_1                6       2
sky130_fd_sc_hd__inv_4                1       2
sky130_fd_sc_hd__mux2i_1              3       2
sky130_fd_sc_hd__nand2_1              5       3
sky130_fd_sc_hd__nand2b_1             5       3
sky130_fd_sc_hd__nand2b_4             0       2
sky130_fd_sc_hd__nor2_1               6       5
sky130_fd_sc_hd__o211ai_1             2       2
sky130_fd_sc_hd__o21ai_0              7       3
sky130_fd_sc_hd__o21ai_1              1       5
sky130_fd_sc_hd__o31ai_2              0       2
## kinds of logic after synthesis
kind of cell | Yosys count | share of synthesized area
buf+inv | 12 | 0.1539
fa+ha+maj | 8 | 0.2198
simple gates | 24 | 0.2692
mux | 3 | 0.06594
other cells | 1 | 0.008234
compound gates | 20 | 0.2830
## power groups by stage
stage,Clock (µW),Sequential [µW],Combinational [µW]
final,0,0,293
after global routing,0,0,322
after CTS,0,0,276
## critical path, delay by kind of cell
family | cells | cell delay (ps)
buffers and inverters | 3 | 400
adders and majority gates | 1 | 300
AOI/OAI and AO/OA | 1 | 230
and+or+nand+nor | 1 | 50
## timing repair
item,in CTS,in global routing
cloned,2,0
pin swaps,6,9
endpoints found under the setup margin,31,13
buffers inserted,16,5
resized,92,24
hold buffers,0,0
## through the flow
stage | worst slack, ps | cells | util
4_1_cts | -34.14 | 177 | 0.3436
3_3_place_gp | -777.0 | 159 | 0.2736
2_1_floorplan | 256.5 | 68 | -
5_1_grt | -18.10 | 179 | 0.3663
6_report | 37.18 | 179 | 0.3663
3_5_place_dp | -781.5 | 159 | 0.2736
Power figures rest on the tool's default switching activity, not on a simulated workload.
