==> /design/flow/design.v <==
module memory(input [31:0] data,ad,input WE,clk, output reg [31:0] RD);
reg [31:0] mem [64:0];
always @(posedge clk)
	if(WE)
		mem[ad]<=data;
always @(*)
	RD=mem[ad];
endmodule
==> /design/flow/run.sh <==
#!/bin/bash
# OpenROAD 26Q1-2900-gdf79404cd8, Yosys 0.63+post, stock flow scripts
make -C /OpenROAD-flow-scripts/flow DESIGN_CONFIG=/design/flow/config.mk WORK_HOME=/design/flow/orfs finish
==> /design/flow/config.mk <==
export PLATFORM = sky130hd
export DESIGN_NAME = memory
export DESIGN_NICKNAME = memory
export VERILOG_FILES = /design/flow/design.v
export SDC_FILE = /design/flow/constraint.sdc
export NUM_CORES = 4
export LEC_CHECK = 1
export CORE_UTILIZATION = 30
==> /design/flow/constraint.sdc <==
current_design memory

set clk_period 38.2
set clk_io_pct 0.2

create_clock -name clk0 -period $clk_period [get_ports {clk}]

set non_clock_inputs [all_inputs -no_clocks]
set_input_delay [expr $clk_period * $clk_io_pct] -clock clk0 $non_clock_inputs
set_output_delay [expr $clk_period * $clk_io_pct] -clock clk0 [all_outputs]
==> ci_impl_report.md <==
## Synthesis and layout report

| Metric | Value |
|---|---|
| YS warnings | `1` |
| DR WL/cell | `30.2 µm` |
| Critical Path End | `RD[16]` |
| CTS tree | `yes` |
| Detail-routed via count per cell | `5.33` |
| Basic Gates by Area | `0.0255` |
| Area share of fa/ha/maj cells after synthesis | `0` |
| Grt ovf | `0` |
| CP top delay family | `buffers and inverters` |
| Hold_buf cts | `0` |
| First-pass GRT wire length | `340 mm` |
| Clock sinks | `2,080` |
| DR pass1 iterations | `7` |
| Crit path DAT | `12,750 ps` |
| Initial drt markers | `3,043` |
| Clock-pin slew on the worst setup and hold paths | `60 ps` |
| Fin. max-slew vios | `0` |
| Peak supply drop | `48.4 µV` |
| Die Span Y | `519 µm` |
| Number of enable flip-flop cells | `2,080` |
| Postcts setup bufs | `0` |
| GR Util All Layers | `0.193` |
| Synthesis-to-layout area growth | `14.6%` |
| Post-Route WL | `244 mm` |
| Slowest CP cell | `buf_4` |
| CP Buf/Inv Count | `5` |
| Top cells by area | `edfxtp_1, mux4_2, mux2i_1, a221oi_1, a22oi_1` |
| Tmin final | `20,390 ps` |
| Setup TNS | `0 ps` |
| Area leader, netlist | `edfxtp_1` |
| Period utilization | `0.534` |
| # Cells Yosys | `4,149` |
| Synth top cell by count | `edfxtp_1` |
| Element type at the critical path start | `input port` |
| Die ar. | `0.269 mm²` |
| Status | `finished, final reports clean` |
| Layout cell share with drive strength beyond 1 | `0.189` |
| Final setup fails | `0` |
| Hold WS | `7460 ps` |
| Fin. Hold Viols | `0` |
| Top Registers | `mem: 2080 flops` |
| CTS HTree Levels | `4` |
| Power per Cell Area | `50.3 mW/mm²` |
| Vias in the first global route | `45,671` |
| # fillers | `24,233` |
| Max-area cell share | `0.779` |
| Fmax | `0.0490 GHz` |
| Largest Register | `mem` |
| CP startpoint | `ad[2]` |
| Row count | `189` |
| Initial antenna violation count | `9` |
| Clock root buffer | `clkbuf_16` |
| Worst-path fanout max | `51` |
| Buffers on Ports | `72` |
| Worst Setup End Kind | `output pin` |
| Worst hold path type | `input port to flop` |
| Final Total Pwr | `4620 µW` |
| Critical Path Stages | `10` |
| Worst EP required | `30,560 ps` |
| Worst-Margin Slew | `1010 ps` |
| Final Util | `0.346` |
| Sequential element share of the synthesized area | `0.779` |
| Die X-Extent | `519 µm` |
| Largest register FFs | `2,080` |
| CTS Buf Count | `199` |
| CTS resizes | `0` |
| Number of I/O pins | `98` |
| Logic family by area | `multiplexers` |
| Post-synth cell types | `67` |
| Yosys chip area | `0.0802 mm²` |
| Layout Cells excl Fill | `8,072` |
| Largest net degree at the start of global routing | `78` |
| #FFs+latches synth | `2,080` |
| Dpl hpwl | `132 mm` |
| Max Cap Violations | `0` |
| XOR-XNOR Cells, Area Fraction | `0` |
| Most Frequent Cell on Critical Path | `buf_4` |
| CTS max path bufs | `3` |
| Synthesized area | `0.0802 mm²` |
| DRC | `0` |
| CP Class | `input port to output pin` |
| CP max stage delay | `710 ps` |
| Post-synthesis instance total | `4,149` |
| DR vias | `43,057` |
| Async S/R FF share, synth | `0` |
| Initial Util | `0.302` |
| Top cells by count, synth | `edfxtp_1, mux2i_1, a221oi_1` |
| ANT nets after route | `0` |
| Crit-path cells | `buf_8, buf_4, buf_4, buf_4, mux4_2, a22o_1, a21oi_1, nand4_1, o32a_1, clkdlybuf4s50_1` |
| Rel. slew slack | `0.326` |
| CORE AREA | `0.266 mm²` |
| Tool warnings | `51` |
| RSZ-0062 raised after global routing | `no` |
| Pleak | `0.0286 µW` |
| GPL Wtd Cong | `0.860` |
| Cells after DPL | `7,705` |
| Synth Area per Inst | `19.3 µm²` |
| AO/OA Area Share | `0.0696` |
| Mux share | `0.106` |
| Top FF cell, synth | `edfxtp_1` |
-- cell usage in the layout (no fill, tap or decap), types with 42 or more instances in the layout --
cell       count
o21ai_0       87
nand3_1       51
clkbuf_16    204
mux2i_1      320
mux4_2       191
nor2_4        59
a22oi_1      113
a221oi_1     203
edfxtp_1    2080
nor2_1       127
a21oi_1       90
o22ai_1       42
mux2_2        55
buf_4        217
clkbuf_1      57
clkinv_1      55
nand2_1      111
-- where the power goes --
group	switching, µW	internal [µW]
registers	1.76	2520
clock network	824	1020
logic	177	77.3
-- per-layer routing --
metal / vias up / track usage / share of wire
li1: 17804 / - / -
met1: 21311 / 0.187 / 0.29
met2: 3416 / 0.288 / 0.46
met3: 498 / 0.181 / 0.21
met4: 28 / 0.0523 / 0.035
met5: - / 0.0167 / 0.0027
-- how the worst min path moves through the flow --
| stage | slack (ps) | cells past startpoint | from | endpoint |
|---|---|---|---|---|
| finish | 7460 | 2 | data[9] | mem[37][9] |
| global route | 7480 | 2 | data[9] | mem[49][9] |
| CTS | 7420 | 2 | data[9] | mem[49][9] |
-- final cells by class --
type	instances	area (µm²)	area share
inverters	12	51.3	0.000558
well taps	3533	4420	0.0481
diodes	3	7.51	0.0000817
repair buffers	291	2230	0.0243
flip-flops and latches	2080	62500	0.680
clock inverters	103	728	0.00792
clock buffers	261	5320	0.0579
multi-input cells	1789	16700	0.181
-- cells by family (layout without fill, tap and decap cells) --
| family | Yosys count | after routing |
|---|---|---|
| muxes | 581 | 581 |
| AOI/OAI and AO/OA | 752 | 752 |
| other | 0 | 3 |
| buffers and inverters | 280 | 667 |
| DFF | 2080 | 2080 |
| and+or+nand+nor | 456 | 456 |
-- stage by stage --
stage,worst slack (ps),instance area (µm²)
after global placement,17890,85800
after CTS,17920,91900
after global routing,17520,91900
final,17810,91900
after floorplan,21270,80200
after detailed placement,17910,85800
No activity file was given, so power comes from the tool's default toggle rates.
